==> ./design.v <==
module CLOCKMEM ( 
input                CLK ,
input [31:0]         CLK_FREQ ,
output reg  			CK_1HZ
) ;
reg  [31:0] CLK_DELAY ; 
always @(posedge CLK )  
begin
	if (CLK_DELAY> CLK_FREQ/2) 
	begin 
		CLK_DELAY<=0;  
		CK_1HZ <=~CK_1HZ ;
	end
	else   
		CLK_DELAY <=CLK_DELAY+1;
end		
endmodule 
==> ./run.sh <==
#!/bin/bash
# OpenROAD 26Q1-2900-gdf79404cd8, Yosys 0.63+post, stock flow scripts
make -C /OpenROAD-flow-scripts/flow DESIGN_CONFIG=/design/flow/config.mk WORK_HOME=/design/flow/orfs finish
==> ./config.mk <==
export PLATFORM = sky130hd
export DESIGN_NAME = CLOCKMEM
export DESIGN_NICKNAME = CLOCKMEM
export VERILOG_FILES = /design/flow/design.v
export SDC_FILE = /design/flow/constraint.sdc
export NUM_CORES = 4
export LEC_CHECK = 1
export CORE_UTILIZATION = 50
==> ./constraint.sdc <==
current_design CLOCKMEM

set clk_period 5.8
set clk_io_pct 0.2

create_clock -name clk0 -period $clk_period [get_ports {CLK}]

set non_clock_inputs [all_inputs -no_clocks]
set_input_delay [expr $clk_period * $clk_io_pct] -clock clk0 $non_clock_inputs
set_output_delay [expr $clk_period * $clk_io_pct] -clock clk0 [all_outputs]
==> COMMIT_EDITMSG <==
Add synthesis and place-and-route results

- Result of the run: complete, no violations
- Number of warnings printed during yosys synthesis: 1
- The worst register-to-register path depth is 6.
- Worst ir drop on vdd: 0.1787 mV
- DRC violations left: 0
- Power density of the placed cells: 177.3 nW/um^2
- STA classifies the critical path endpoint as a flip-flop.
- Synthesis area per yosys: 2332 um^2
- Number of buffers inserted by hold repair at cts: 0
- Gr ovfl total: 0
- Tightest Pin Transition: 0.7505 ns
* Number of DRC violations after detailed-routing iteration 0: 81
- After the flow finishes, the layout carries non-filler instances totaling 362.
- Per the CTS log, the maximum H-tree level is 2.
- Of the post-synthesis cell area, the dominant cell type holds 27.47%.
* Post-synthesis cell type with the largest instance count: sky130_fd_sc_hd__nor3_1
- Counting instances in the post-synthesis netlist gives the leading cell types as sky130_fd_sc_hd__nor3_1 (38), sky130_fd_sc_hd__inv_1 (37), sky130_fd_sc_hd__dfxtp_1 (32), sky130_fd_sc_hd__ha_1 (32), sky130_fd_sc_hd__xnor2_1 (19).
- Critical path data arrival time: 3.84 ns
* Final worst path period share: 66.15%
- Initial antenna violation count: 0
- Slew headroom: 49.97%
- Clock sink total: 33
- The die is 70.30 um tall.
- Post-cts repair resize count: 0
- Largest cells by area: sky130_fd_sc_hd__dfxtp_1 (27%), sky130_fd_sc_hd__ha_1 (17%), sky130_fd_sc_hd__nor3_1 (8.2%)
- Worst Path Buf+Inv: 3
- Global-route wire length before repair: 7769 um
- The global routing report lists combined usage of all routing layers as 19.53%.
- Vias per cell: 5.412
* Family with the most delay on the worst path: simple AND/OR/NAND/NOR gates
* Final TNS setup: 0 ns
- Looking at the clock tree report, the maximum root-to-sink buffer count equals 2.
* Cell type of the slowest stage on the worst timing path: sky130_fd_sc_hd__o311a_1
* Clock tree from TritonCTS: built
- Number of antenna cells inserted: 0
- Effective utilization at floorplan: 52.83%
- Flops & latches, synth: 33
- Die footprint: 4941 um^2
- I/O Pins: 34
- CTS added clock buffers totalling 5.
- Area Overhead vs Synth: 19.04%
* Worst skew pair latency: 0.28 ns
- Final RePlAce weighted congestion: 0.8795
- Post-route minimum period: 3.836 ns
* Number of logic stages on the critical path including buffering: 8
- On the final layout, the worst clock skew is 0.007013 ns.
* Detailed Route WL: 4426 um
- The floorplan step set the die width to 70.30 um.
- Cell leakage power: 1.229 nW
* First-pass iteration count of the detailed router: 4
- After synthesis, the netlist uses 39 different library cells.
- Critical Path Start Type: input port
- Maximum fanout count along the critical path: 22
- Summing every instance area after synthesis gives 2332 um^2.
- EDFF count, synth: 1
- The synth_stat.txt file lists the number of cells as 278.
- The worst-case reg-to-reg setup slack stands at 2.98 ns.
- Crit path DRT: 5.81 ns
* Root Buffer: sky130_fd_sc_hd__clkbuf_8
* Mean instance size in the synthesized netlist: 8.389 um^2
- Clock Pin Slew Worst Setup and Hold Paths: 0.07 ns
- Post-CTS Setup Bufs: 0
- Per STA, the endpoint of the critical path is CK_1HZ.
- The number of global-route vias before repair came to 1740.
- End-of-flow core utilization: 62.90%
* Min-Delay Path Class: flip-flop to flip-flop
* # placed instances: 354
- Sequential cells were found to cover 28.76% of the synthesized design area.
* Count of standard-cell rows: 24
- Per the final report, max-transition violations number 0.
- Across the run, the number of max-cap violations was 0.
- Summing over every cut layer, the via total after detailed routing is 1959.
* Biggest cell delay along the critical path: 0.61 ns
- Maximum number of pins on one net before global-route repair: 23
- Endpoint of the worst register-to-register path: CK_1HZ
- Counting endpoints that fail hold in the final report gives 0.
- Number of OpenROAD warnings: 27
- Main flop type after synthesis: sky130_fd_sc_hd__dfxtp_1
- Half-perimeter wire length after placement: 3275 um
* Worst setup path category: input port to flip-flop
- The launch point of the worst register-to-register path is recorded as CLK_DELAY[27].
- Share of async-settable or async-resettable flops after synthesis: 0%
- Per the post-route antenna check, the number of violating nets is 0.
- In the final layout, the share of cells above drive strength 1 is 6.452%.
- Dividing the detail-routed wire length by the instance count gives 12.23 um.
* Port bufs: 32
- Worst setup slack after placement: 1.640 ns
* PnR worst setup slack: 1.964 ns
- Fill cells in the final layout number 387.
- Timing-limited maximum frequency: 260.7 MHz
- Final setup violation count: 0
- After floorplanning, the core was sized to cover 4414 um^2.
- Critical-path cell list: clkdlybuf4s50_1 -> inv_1 -> ha_1 -> nand4_1 -> nor4_1 -> o311a_1 -> buf_4 -> or2_2
- Per the synthesis report, the dominant area consumer among library cells is sky130_fd_sc_hd__dfxtp_1.
* Launching instance or port of the critical path: CLK_FREQ[28]
* Number of instances in the synthesized netlist: 278
* RSZ-0062 raised after global routing: no
- Overall power consumption after layout is estimated at 0.0004922 W.
## sequential cells by signal (all words and copies together) (netlist names)
name       cells
CLK_DELAY     32
CK_1HZ         1
## how the worst min path moves through the flow
stage / startpoint / to / slack (ns) / cells past startpoint
final: CLK_DELAY[0] / CLK_DELAY[0] / 0.54 / 1
after global routing: CLK_DELAY[0] / CLK_DELAY[0] / 0.58 / 1
after CTS: CLK_DELAY[0] / CLK_DELAY[0] / 0.54 / 1
## per-layer routing
metal	wire length (um)	track usage, %	up-vias
met5	0	0	-
li1	-	-	1041
met4	45	2.889	0
met2	1908	29.74	39
met1	2270	30.43	875
met3	201	3.212	4
## report_power, final
group	switching (W)	internal [W]
clock network	0.0000851	0.000140
registers	0.00000000730	0.000227
logic	0.0000136	0.0000260
total	0.0000987	0.000393
## placed cells by master, fill, tap and decap left out, drive strengths merged, types with 2 or more instances in the layout
cell,synthesis,final
clkbuf,2,7
dfxtp,32,32
nand2,17,17
clkdlybuf4s50,0,32
nor2b,2,2
xor2,11,11
ha,32,32
nand3,7,7
nand4,17,17
a2111oi,2,2
o21ai,3,3
nor3,41,41
xnor2,19,19
or2,2,2
and4,2,2
a21oi,13,13
inv,37,37
or3,2,2
nor4,5,5
and3,6,6
buf,8,2
nor2,7,7
## area by class of cell
cell class	count	area, um^2	share of cell area, %
multi-input combinational	198	1450	52.23
timing repair buffer	34	335.3	12.08
clock buffer	7	86.33	3.110
inverter	37	138.9	5.002
sequential	33	670.6	24.16
clock inverter	1	30.03	1.082
tap	52	65.06	2.343
## logic make-up after synthesis
group / count (synthesis) / share of synthesized area (%)
buffers and inverters: 47 / 9.066
DFF: 33 / 28.76
and+or+nand+nor: 111 / 26.50
adders and majority gates: 32 / 17.17
xor gates and xnor gates: 30 / 11.27
AOI/OAI and AO/OA: 25 / 7.243
## per-stage QoR
step	hold slack (ns)	area [um^2]
after floorplan	0.4754	2332
after global routing	0.5754	2776
final	0.5351	2776
after global placement	0.5333	2660
after CTS	0.5383	2776
after detailed placement	0.5289	2660
Power and IR drop assume default switching activity.
